==> design/flow/design.v <==
`timescale 1ns / 1ps
module demuxer8(
    input logic in,
    input logic [2:0] sel,
    output logic [7:0] out
    );
always_comb begin
    out = 8'b00000000;
    if (sel == 3'b000)
        out[0] = in;
    else if (sel == 3'b001)
        out[1] = in;
    else if (sel == 3'b010)
        out[2] = in;
    else if (sel == 3'b011)
        out[3] = in;
    else if (sel == 3'b100)
        out[4] = in;
    else if (sel == 3'b101)
        out[5] = in;
    else if (sel == 3'b110)
        out[6] = in;
    else
        out[7] = in;
end
endmodule
module demuxer64(
    input logic in,
    input logic [5:0] sel,
    output logic [63:0] out
    );
logic [7:0] m;
demuxer8 D0 (.in(in), .sel(sel[5:3]), .out(m));
demuxer8 D1 (.in(m[0]), .sel(sel[2:0]), .out(out[7:0]));
demuxer8 D2 (.in(m[1]), .sel(sel[2:0]), .out(out[15:8]));
demuxer8 D3 (.in(m[2]), .sel(sel[2:0]), .out(out[23:16]));
demuxer8 D4 (.in(m[3]), .sel(sel[2:0]), .out(out[31:24]));
demuxer8 D5 (.in(m[4]), .sel(sel[2:0]), .out(out[39:32]));
demuxer8 D6 (.in(m[5]), .sel(sel[2:0]), .out(out[47:40]));
demuxer8 D7 (.in(m[6]), .sel(sel[2:0]), .out(out[55:48]));
demuxer8 D8 (.in(m[7]), .sel(sel[2:0]), .out(out[63:56]));
endmodule
==> design/flow/run.sh <==
#!/bin/bash
# OpenROAD 26Q1-2900-gdf79404cd8, Yosys 0.63+post, stock flow scripts
make -C /OpenROAD-flow-scripts/flow DESIGN_CONFIG=/design/flow/config.mk WORK_HOME=/design/flow/orfs finish
==> design/flow/config.mk <==
export PLATFORM = sky130hd
export DESIGN_NAME = demuxer64
export DESIGN_NICKNAME = demuxer64
export VERILOG_FILES = /design/flow/design.v
export SDC_FILE = /design/flow/constraint.sdc
export NUM_CORES = 4
export LEC_CHECK = 1
export CORE_AREA = 10 10 72 72
export DIE_AREA = 0 0 82 82
==> design/flow/constraint.sdc <==
current_design demuxer64

set clk_period 1.5
set clk_io_pct 0.2

create_clock -name clk0 -period $clk_period

set non_clock_inputs [all_inputs -no_clocks]
set_input_delay [expr $clk_period * $clk_io_pct] -clock clk0 $non_clock_inputs
set_output_delay [expr $clk_period * $clk_io_pct] -clock clk0 [all_outputs]
==> Slide: Implementation Results <==
Physical Implementation Snapshot

Die
  – Die ar.: 6724 sq um
  – Die Ht: about 82 microns
  – Row cnt: 22
  – Core area: ~3700 sq um
  – Die Wd: approximately 82 microns
  – Fp util: 0.1262
  – # IOs: 71

Synthesis
  – Area share, top type: 0.4919
  – Cells in synth_stat.txt: roughly 95
  – Gate count of the mapped netlist: ~95
  – Most common library cells after synthesis: 61 x nor2_1, 8 x clkbuf_1, 5 x buf_2
  – Synth area leaders: nor2_1 49%, nand4bb_1 7.3%, clkbuf_1 6.5%, nand4b_1 5.6%, or3b_1 5.6%
  – Syn Area/Cell: roughly 5 sq um
  – Seq/Total Area, Yosys: 0
  – Yosys top cell by area: nor2_1
  – Synthesized cell area: between 400 and 500 sq um
  – Yosys warns: 1
  – Yosys cell types: 13
  – Most common cell in the netlist: nor2_1
  – Yosys stat chip area: ~470 sq um

Routing
  – ANT nets after route: 0
  – Routed Wire Length: roughly 3.6 mm
  – # diodes: 0
  – Drt drc: 0
  – Via count: 1006
  – Wire per inst: approximately 14 microns
  – 1st-iter DRT viols: 37
  – First-pass detailed-route iteration total: 3
  – Vias per std cell: 3.914

Clock tree
  – CTS Hold Bufs: 0

Placed design
  – GPL Wtd Cong: between 0.7 and 0.8
  – DP HPWL: 2.597 mm
  – PortBufs: 71
  – Placed Area: ~1300 sq um
  – Setup WS pre-CTS: -0.8548 ns

Setup path
  – CP Buf/Inv Count: 3
  – Worst EP required: roughly 1.2 ns
  – CP Max Fanout: 5
  – CP Cell Sequence: buf_6 -> or4b_4 -> buf_6 -> nor2_4 -> buf_2
  – Crit path max-delay cell type: or4b_4
  – CP dominant cell by count: buf_6
  – Critical path type: primary input to primary output
  – CP peak stage delay: around 0.6 ns
  – Nature of the critical path endpoint: primary output
  – CP top delay family: simple AND/OR/NAND/NOR gates
  – Crit start category: primary input
  – Arrival time of the worst setup path: ~1.3 ns

Final timing
  – Hold_ws: 1.005 ns
  – Final Hold Viols: 0
  – Final setup vio count: 8
  – Tightest Pin Transition: approximately 0.17 ns
  – RSZ-0062 raised after global routing: true
  – Final Critical Period: between 1.5 and 2 ns
  – Fin. max-slew vios: 0
  – Max-slew headroom: 0.8849
  – Highest clock rate: 611.9 MHz
  – Post-Route Setup TNS: -0.8777 ns
  – Final setup margin: -0.1343 ns
  – Final period util: 1.090

Cells and area
  – Clkbuf count: 0
  – Register area: 0 sq um
  – Syn-to-layout area delta: 244.9%
  – Final non-filler cell area: 1605 sq um
  – Share of layout cells above drive strength 1: 0.8230
  – Flop count: 0

GRT
  – GR Overflow Total: 0
  – First-pass GRT wire length: approximately 5.4 mm
  – Initial antenna violation count: 0
  – Pin count of the biggest net entering global routing: 9
  – GRT Total Usage: 0.1016
  – Number of global-route vias before repair: between 900 and 1k

Pwr
  – Peak supply drop: roughly 0.000085 V
  – PwrDens: 140.3 nW/um^2
  – Total Power: ~230 uW
  – Pleak: between 0.0007 and 0.0008 uW

Min path
  – Worst Hold Path EP: out[42]
  – Hold Path Depth: 4
  – HP Start: sel[0]
  – Hold Path Class: primary input to primary output

Run status
  – Outcome: finished, violations left
  – Failing checks: negative setup slack

Run
  – OpenROAD warnings: 34
  – Max Cap Viol: 0
==> tightest hold or removal path: cells and delay by family <==
kind	cells	cell delay [ns]
AND/OR/NAND/NOR	2	0.21
buffers and inverters	2	0.20
==> stage by stage <==
step             util  instances
2_1_floorplan       -         95
3_3_place_gp   0.3487        216
3_5_place_dp   0.3487        216
4_1_cts        0.3982        258
5_1_grt        0.4352        257
6_report       0.4352        257
==> cells in the final DEF, fill, tap and decap left out <==
| cell type | Yosys | final |
|---|---|---|
| buf_2 | 5 | 59 |
| nor2_2 | 3 | 28 |
| or4b_4 | 1 | 1 |
| buf_6 | 2 | 34 |
| buf_12 | 0 | 2 |
| nand3_1 | 1 | 1 |
| nor2_1 | 61 | 24 |
| nand4_1 | 1 | 1 |
| or3b_4 | 0 | 3 |
| dlygate4sd2_1 | 0 | 1 |
| nand3b_1 | 3 | 3 |
| or3_4 | 0 | 1 |
| buf_4 | 0 | 26 |
| nand4bb_1 | 3 | 3 |
| clkdlybuf4s15_1 | 0 | 1 |
| buf_8 | 0 | 3 |
| nor2_4 | 0 | 12 |
| clkbuf_2 | 0 | 3 |
| nand4b_1 | 3 | 3 |
==> cell families (layout without fill, tap and decap cells) <==
group / Yosys count / in the layout / synth area share
and+or+nand+nor: 80 / 80 / 0.8334
buffers and inverters: 15 / 129 / 0.1667
==> how the worst max path moves through the flow <==
stage	from	to	slack [ns]	cells after the start
finish	sel[4]	out[5]	-0.13	5
CTS	sel[3]	out[5]	-0.14	5
global route	sel[4]	out[5]	-0.16	5
==> area by class of cell <==
class | instances | area, sq um
fillers | 374 | 2083
multi-input cells | 80 | 553.0
well taps | 48 | 60.06
repair buffers | 129 | 992.2
==> repair_timing <==
item | CTS | global route
pin swaps | 32 | 24
gates cloned | 0 | 0
setup endpoints to repair | 64 | 48
gates resized | 266 | 48
buffers inserted | 42 | 1
==> routing by layer <==
| layer | up-vias | GRT usage | routed length (microns) |
|---|---|---|---|
| met2 | 28 | 0.1818 | 1849 |
| met5 | - | 0 | 0 |
| li1 | 526 | - | - |
| met4 | 0 | 0 | 0 |
| met3 | 0 | 0.02863 | 261 |
| met1 | 452 | 0.1252 | 1501 |
==> power breakdown <==
part	switching (uW)	internal, uW	total [uW]
sequential	0	0	0
clock	0	0	0
combinational	96.5	129	225
total	96.5	129	225
Power is estimated from default activity; no workload was simulated.
