$ cat ./design.v
`timescale 1ns / 1ps
module CLA(
    input cin,
    input [3:0] p,
    input [3:0] g,
    output [3:0] c
);
assign c[0] = g[0]
            | p[0] & cin;
assign c[1] = g[1]
            | p[1] & g[0]
            | p[1] & p[0] & cin;
assign c[2] = g[2]
            | p[2] & g[1]
            | p[2] & p[1] & g[0]
            | p[2] & p[1] & p[0] & cin;
assign c[3] = g[3]
            | p[3] & g[2]
            | p[3] & p[2] & g[1]
            | p[3] & p[2] & p[1] & g[0]
            | p[3] & p[2] & p[1] & p[0] & cin;
endmodule
module adder4_cn(
    input [3:0] a,
    input [3:0] b,
    input cin,
    output [3:0] s,
    output p_group,
    output g_group
    );
logic [3:0] p, g;
logic [4:0] c;
assign c[0] = cin;
genvar i;
generate
   for (i = 0; i < 4; i = i + 1)
       begin: label
         assign s[i] = a[i] ^ b[i] ^ c[i];
         assign p[i] = a[i] ^ b[i];
         assign g[i] = a[i] & b[i];
       end
endgenerate
CLA CARRY(.cin(cin), .p(p), .g(g), .c(c[4:1]));
assign p_group = p[3] & p[2] & p[1] & p[0] & cin;
assign g_group = g[3]
               | p[3] & g[2]
               | p[3] & p[2] & g[1]
               | p[3] & p[2] & p[1] & g[0];
endmodule
module adder16_cn(
    input [15:0] a,
    input [15:0] b,
    input cin,
    output [15:0] s,
    output cout
);
logic [4:0] c;
assign c[0] = cin;
logic [4:0] p_group, g_group;
genvar i;
generate
   for (i = 0; i < 4; i = i + 1)
       begin: label
           adder4_cn ADDER(.a(a[4*(i+1)-1:4*i]),
           .b(b[4*(i+1)-1:4*i]),
           .cin(c[i]),
           .s(s[4*(i+1)-1:4*i]), 
           .p_group(p_group[i]),
           .g_group(g_group[i]));
       end
endgenerate
CLA CARRY(.cin(cin), .p(p_group), .g(g_group), .c(c[4:1]));
assign cout = c[4];
endmodule
$ cat ./run.sh
#!/bin/bash
# OpenROAD 26Q1-2900-gdf79404cd8, Yosys 0.63+post, stock flow scripts
make -C /OpenROAD-flow-scripts/flow DESIGN_CONFIG=/design/flow/config.mk WORK_HOME=/design/flow/orfs finish
$ cat ./config.mk
export PLATFORM = sky130hd
export DESIGN_NAME = adder16_cn
export DESIGN_NICKNAME = adder16_cn
export VERILOG_FILES = /design/flow/design.v
export SDC_FILE = /design/flow/constraint.sdc
export NUM_CORES = 4
export LEC_CHECK = 1
export CORE_AREA = 10 10 83 83
export DIE_AREA = 0 0 93 93
$ cat ./constraint.sdc
current_design adder16_cn

set clk_period 4.4
set clk_io_pct 0.2

create_clock -name clk0 -period $clk_period

set non_clock_inputs [all_inputs -no_clocks]
set_input_delay [expr $clk_period * $clk_io_pct] -clock clk0 $non_clock_inputs
set_output_delay [expr $clk_period * $clk_io_pct] -clock clk0 [all_outputs]
==> notes.md <==
run metrics: CP Class=in -> out, first-pass GRT wire length=3.62 mm, cell seen most often among critical-path stages=clkdlybuf4s50_1, total number of vias=761, final worst path period need=4.26 ns, GRT Overall Usage=between 4 and 5%, Top cells by area=ha_1 (29%), fa_1 (12%), xnor2_1 (9.0%), Buf+Inv Stages, Crit Path=3, share of cells above drive strength 1=11.9%, Req. time, crit path=3.52 ns, RSZ-0062 raised after global routing=yes, Worst EP arrival=3.38 ns, I/O pins=50, yosys cell count=79, vias in the first global route=816, dpl cell area=1320 sq um, relative slew slack=71.6%, cell family with most CP delay=buffers and inverters, slowest library cell on the worst path=clkdlybuf4s50_1, DRC=0, pre-CTS setup slack=0.0251 ns, Startpoint Class=input pin, Ys Warns=2, Peak VDD IR=0.0633 mV, Pre-Place Util=13.3%, # setup viols final=0, Final Worst Setup Slack=0.145 ns, layout filler cell count=580, chip area line of the yosys report=684 sq um, pin count of the biggest net entering global routing=6, DR pass1 iterations=2, GP Congestion=0.753, Distinct cells, synth=27, syn avg cell area=8.66 sq um, Max Cap Violations=0, Worst Hold Class=in -> out, tool warning count=33, clk_buf instances=0, cell taking the most area after synthesis=ha_1, Static Leak=0.572 nW, Reg area=0 sq um, fin crit share=96.7%, CP Max Fanout=3, crit-path cells=clkdlybuf4s50_1 -> ha_1 -> o21a_1 -> o21ai_4 -> nor2_2 -> a211o_4 -> buf_4 -> a31oi_2 -> xnor2_1 -> clkdlybuf4s50_1, Routed Wire Length=2.23 mm, Power Dens Cells=144 nW/um^2, final hold vios=0, Worst Hold Slack=2.58 ns, CP max stage delay=0.49 ns, Post-Syn Area=684 sq um, Peak Freq=about 0.23 GHz, Vias/cell=around 3.7, Synth Instances=79, Layout area overhead=95.4%, Die Height=93 um, max-slew violations=0, status=finished clean, Wirelength per Cell=10.9 um, Core Box Area=5140 sq um, grt ovf=0, crit path capture type=primary output, DRT antenna net count=0, flop count=0, initial DRC count=23, worst-margin pin slew=~0.42 ns, port bufs=50, Final Cell Area=about 1300 sq um, sequential area share after synthesis=0%, num rows=26, die area=8650 sq um, setup TNS=0 ns, Detail Placement HPWL=2.10 mm, chip width=93 um, initial antenna violation count=0, Area leader share=29.3%, ANT cells=0
report_power, final:
part	leakage [nW]	switching (mW)	internal (mW)	total [mW]
sequential	0	0	0	0
combinational	0.572	0.0650	0.128	0.193
clock	0	0	0	0
total	0.572	0.0650	0.128	0.193
placed cells by master (no fill, tap or decap):
cell,n
a211o_4,1
a211oi_1,3
a211oi_2,1
a21o_1,4
a21o_2,1
a21oi_1,2
a21oi_2,1
a31oi_2,1
buf_4,6
clkdlybuf4s50_1,48
dlymetal6s2s_1,2
fa_1,4
ha_1,16
inv_1,5
nand2_1,2
nand2b_1,1
nand3_1,1
nand4_1,1
nor2_1,10
nor2_2,1
nor3_2,1
o21a_1,2
o21a_2,1
o21ai_0,3
o21ai_1,1
o21ai_4,1
o21bai_1,1
o22ai_1,1
o31ai_1,1
o31ai_4,1
xnor2_1,7
xor2_1,4
final cells by class:
cell class	count	area (sq um)	area share [%]
inverter	5	18.8	1.40
multi-input combinational	74	681	50.9
tap	70	87.6	6.55
timing repair buffer	56	551	41.2
per-layer routing:
layer | track usage, % | up-vias | share of wire (%)
met5 | 0 | - | 0
met4 | 0 | 0 | 0
met3 | 1.37 | 0 | 7.8
met2 | 9.11 | 23 | 50
met1 | 5.85 | 333 | 42
li1 | - | 405 | -
cell usage after synthesis (2+ instances only):
cell type / n
a21oi_1: 3
inv_1: 5
o21a_1: 2
xnor2_1: 7
ha_1: 16
xor2_1: 4
a211oi_1: 3
nor2_1: 10
fa_1: 4
nand2_1: 2
o21ai_0: 4
a21o_1: 4
kinds of logic (layout without fill, tap and decap cells):
kind of cell / Yosys count / after routing / synth area share [%]
AOI/OAI and AO/OA: 26 / 26 / 31.4
adders and majority gates: 20 / 20 / 41.0
xor gates and xnor gates: 11 / 11 / 14.1
and+or+nand+nor: 17 / 17 / 10.8
buffers and inverters: 5 / 61 / 2.74
worst min-delay path: cells and delay by family:
family / cells / cell delay [ns]
buffers and inverters: 2 / 0.59
xor gates and xnor gates: 1 / 0.07
adders and majority gates: 1 / 0.17
worst paths after layout:
check	cells after the start	end	start
setup / recovery	10	s[14]	a[3]
hold / removal	4	s[15]	b[15]
metrics by stage:
stage	total power [mW]	instances	utilization, %
CTS	0.198	205	25.6
finish	0.193	205	26.0
global placement	0.197	205	25.6
global route	0.218	205	26.0
detailed placement	0.197	205	25.6
floorplan	0.0758	79	-
repair_timing:
item | in CTS | in global routing
setup endpoints to repair | 0 | 5
resized | 0 | 6
hold buffers | 0 | 0
setup buffers | 0 | 0
No activity file was given, so power comes from the tool's default toggle rates.
