==> flow/run.sh <==
#!/bin/bash
# OpenROAD 26Q1-2900-gdf79404cd8, Yosys 0.63+post, stock flow scripts
make -C /OpenROAD-flow-scripts/flow DESIGN_CONFIG=/design/flow/config.mk WORK_HOME=/design/flow/orfs finish
==> flow/config.mk <==
export PLATFORM = sky130hd
export DESIGN_NAME = LIFO
export DESIGN_NICKNAME = LIFO
export VERILOG_FILES = /design/flow/design.v
export SDC_FILE = /design/flow/constraint.sdc
export NUM_CORES = 4
export LEC_CHECK = 1
export CORE_UTILIZATION = 30
==> flow/constraint.sdc <==
current_design LIFO

set clk_period 5.0
set clk_io_pct 0.2

create_clock -name clk0 -period $clk_period [get_ports {clk}]

set non_clock_inputs [all_inputs -no_clocks]
set_input_delay [expr $clk_period * $clk_io_pct] -clock clk0 $non_clock_inputs
set_output_delay [expr $clk_period * $clk_io_pct] -clock clk0 [all_outputs]
==> flow/design.v <==
`timescale 1ns / 1ps
module LIFO(
    input logic clk,
    input logic reset,
    input logic push,
    input logic pop,
    input logic [7:0] din,
    output logic [7:0] dout,
    output logic full,
    output logic empty
    );
logic [7:0] mem [0:7];
logic [2:0] sp;
logic [3:0] count;
always_ff @(posedge clk) begin
    if (reset) begin
        sp <= 3'b0;
        count <= 4'b0;
    end else begin
        if (push && !full) begin
            mem[sp] <= din;
            sp <= sp + 1;
            count <= count + 1;
        end
        if (pop && !empty && !push) begin
            sp <= sp - 1;
            count <= count - 1;
        end
    end
end
always_comb begin
    dout = (empty) ? 8'b0 : mem[sp - 1];
    full = (count == 4'd8);
    empty = (count == 4'd0);
end
endmodule
==> Flow_metrics.wiki <==
=== Synthesis and place and route ===
{| class="wikitable"
! Metric !! Value
|-
| Most instantiated logic cell after routing || sky130_fd_sc_hd__edfxtp_1
|-
| Worst reg-to-reg path cell count || 9
|-
| Most numerous cell on the critical path || sky130_fd_sc_hd__buf_4
|-
| # hold bufs at CTS || 0
|-
| Clk latency of the worst-skew pair || 0.34 ns
|-
| Die span in y || 102 µm
|-
| Yosys cell count || 178
|-
| Cell chain of the critical path || buf_4 -> inv_1 -> ha_1 -> buf_4 -> mux4_2 -> nand2_1 -> a21oi_1 -> clkdlybuf4s50_1
|-
| Seq cells post-synth || 71
|-
| Bufs on Longest Clock Path || 2
|-
| CP required || 4.00 ns
|-
| AND/OR/NAND/NOR Cells, Area Fraction || 9.44%
|-
| Number of clock sinks || 71
|-
| Final period utilization || 75.3%
|-
| Number of global-route vias before repair || 1619
|-
| Area reported by Yosys stat || 0.00299 mm²
|-
| Net switching power of the design || 622 µW
|-
| Final routed DRC violation total || 0
|-
| Leftover overflow at the end of global routing || 0
|-
| Post-synth mux share || 12.4%
|-
| Pwr Density || 567 mW/mm²
|-
| Dominant logic cell types in the final layout || 64 x sky130_fd_sc_hd__edfxtp_1, 21 x sky130_fd_sc_hd__clkdlybuf4s50_1, 20 x sky130_fd_sc_hd__nand2_1, 16 x sky130_fd_sc_hd__mux4_2, 13 x sky130_fd_sc_hd__buf_4
|-
| Cell leakage power || 0.00118 µW
|-
| Root buffer cell || sky130_fd_sc_hd__clkbuf_8
|-
| Type of element capturing the critical path || output port
|-
| Peak VDD IR || 0.234 mV
|-
| Setup fix buffers added after clock tree synthesis || 0
|-
| Share of the yosys chip area belonging to registers || 68.9%
|-
| Clock tree skew after final layout || 0.0100 ns
|-
| Routed length per placed instance || 15.8 µm
|-
| Slowest CP cell || sky130_fd_sc_hd__clkdlybuf4s50_1
|-
| Final-layout fill cell count || 926
|-
| Final Critical Period || 3.77 ns
|-
| Sw Ratio || 30.0%
|-
| DR pass1 iterations || 4
|-
| CTS tree || yes
|-
| FMAX || 266 MHz
|-
| Sequential cell area || 0.00206 mm²
|-
| Crit path max fanout || 23
|-
| Source of the critical timing path || sp[0]
|-
| Highest cell delay on the worst timing path || 0.51 ns
|-
| Relative max-transition margin || 70.0%
|-
| Synthesis Warnings || 1
|-
| Data arrival, critical path || 2.77 ns
|-
| Hold wc startpoint || count[2]
|-
| Max-capacitance violation count || 0
|-
| Sequential power share || 36.0%
|-
| Die Span X || 102 µm
|-
| Number of port buffers || 21
|-
| Pin count of the biggest net entering global routing || 24
|-
| Antenna diode count || 0
|-
| DPL Wire Length || 3470 µm
|-
| Placer Congestion || 0.817
|-
| Avg Inst Size Synth || 16.8 µm²
|-
| Post-DP Area || 0.00341 mm²
|-
| Initial antenna violation count || 0
|-
| Number of standard cells after synthesis || 178
|-
| Part of the total power dissipated in the clock network || 26.5%
|-
| H-tree levels || 3
|-
| Core region area || 0.00973 mm²
|-
| Avg Vias per Cell || 4.60
|-
| Clock slew seen by the registers of the worst setup and hold paths || 0.08 ns
|-
| Total setup violations reported at the end of the flow || 0
|-
| Vias || 1620
|-
| DIE AREA || 0.0104 mm²
|-
| Total clock buffers created by CTS || 9
|-
| Tool Warnings || 26
|-
| Type of the worst setup path || reg -> out
|-
| Compound-cell area share of the yosys netlist || 3.18%
|-
| Standard-cell row count || 36
|-
| Netlist area before placement || 0.00299 mm²
|-
| Total negative setup slack || 0 ns
|-
| Drt first-iter violations || 58
|-
| Final tally of max-slew violations || 0
|-
| Fin area || 0.00366 mm²
|-
| Top-Level Pins || 22
|-
| Part of the power in combinational logic || 37.6%
|-
| DRT Wirelength || 5550 µm
|-
| Startpoint class of the critical path || flop
|-
| Comb area leader || multiplexers
|-
| Final Hold Viols || 0
|-
| Reg2Reg Launch Point || count[2]
|-
| Post-CTS resize count || 0
|-
| Relative area change from synthesis to final layout || 22.1%
|-
| Wire length of the first global-routing pass || 8540 µm
|-
| Worst min path class || reg -> reg
|-
| Fraction of layout cells with a size suffix above 1 || 23.3%
|-
| Result of the run || complete, no violations
|-
| Distinct lib cells || 35
|-
| RSZ-0062 raised after global routing || no
|-
| Number of cells on the worst hold path || 2
|-
| Fp util || 30.8%
|-
| Total area of multi-input combinational cells || 868 µm²
|-
| Arithmetic-cell share of the synthesized area counting full adders, half adders and majority gates || 1.25%
|-
| Cell internal pwr || 1450 µW
|-
| Global-route total usage across every layer || 12.1%
|-
| Slew at the pin closest to its max-slew limit || 0.448 ns
|-
| XOR/XNOR Area Share || 2.34%
|-
| Antenna-violating nets left || 0
|}
[per-stage QoR]
stage | power (µW) | hold WS [ns] | util (%) | setup slack [ns] | std cells
6_report | 2070 | 0.641 | 37.6 | 1.23 | 352
5_1_grt | 2200 | 0.667 | 37.6 | 1.04 | 352
4_1_cts | 2100 | 0.646 | 37.6 | 1.16 | 352
3_5_place_dp | 1550 | 0.630 | 35.1 | 1.54 | 336
3_3_place_gp | 1550 | 0.615 | 35.1 | 1.53 | 336
2_1_floorplan | 1240 | 0.568 | - | 2.19 | 178
[sequential cells by signal (all words and copies together) (netlist names)]
signal  flops
count       4
mem        64
sp          3
[metal layers]
layer | part of all wire (%) | up-vias | global-route usage [%]
met5 | 0 | - | 0
met4 | 1.2 | 0 | 1.32
met3 | 11 | 8 | 8.14
met2 | 48 | 68 | 18.7
met1 | 39 | 778 | 15.3
li1 | - | 766 | -
[cell type report]
cell class	instances	area share, %
Inverter	2	0.205
Tap cell	133	4.55
Sequential cell	71	56.4
Clock buffer	10	3.49
Timing Repair Buffer	34	8.42
Clock inverter	6	3.18
Multi-Input combinational cell	96	23.8
[worst max-delay path, delay by kind of cell, from the launching register on]
family                     cells  cell delay [ns]
buffers and inverters          4             1.27
adders and majority gates      1             0.35
DFF                            1             0.31
muxes                          1             0.23
AOI/OAI and AO/OA              1             0.21
and+or+nand+nor                1             0.05
[power groups by stage]
| stage | Combinational [µW] | Sequential [µW] | Clock [µW] |
|---|---|---|---|
| final | 778 | 745 | 549 |
| after global routing | 864 | 752 | 584 |
| after CTS | 798 | 745 | 561 |
[final timing paths]
| path | to | slack [ns] |
|---|---|---|
| setup / recovery | dout[2] | 1.23 |
| setup reg to reg | count[2] | 2.65 |
| hold / removal | count[2] | 0.64 |
| hold reg to reg | count[2] | 0.64 |
[cell families (layout without fill, tap and decap cells)]
logic type / Yosys count / count (layout)
AOI/OAI and AO/OA: 15 / 15
and+or+nand+nor: 53 / 53
buffers and inverters: 11 / 52
adders and majority gates: 3 / 3
xor gates and xnor gates: 8 / 8
DFF: 71 / 71
muxes: 17 / 17
[synth_stat cells]
| cell | instances | area share (%) |
|---|---|---|
| sky130_fd_sc_hd__a2111oi_2 | 1 | 0.50 |
| sky130_fd_sc_hd__a211oi_1 | 1 | 0.25 |
| sky130_fd_sc_hd__a21boi_1 | 1 | 0.25 |
| sky130_fd_sc_hd__a21oi_1 | 8 | 1.3 |
| sky130_fd_sc_hd__a31oi_1 | 2 | 0.42 |
| sky130_fd_sc_hd__and2b_1 | 1 | 0.25 |
| sky130_fd_sc_hd__buf_2 | 2 | 0.33 |
| sky130_fd_sc_hd__buf_4 | 4 | 1.0 |
| sky130_fd_sc_hd__buf_6 | 1 | 0.38 |
| sky130_fd_sc_hd__clkbuf_1 | 1 | 0.13 |
| sky130_fd_sc_hd__clkbuf_8 | 1 | 0.46 |
| sky130_fd_sc_hd__dfxtp_1 | 7 | 4.7 |
| sky130_fd_sc_hd__edfxtp_1 | 64 | 64 |
| sky130_fd_sc_hd__ha_1 | 3 | 1.3 |
| sky130_fd_sc_hd__inv_1 | 2 | 0.25 |
| sky130_fd_sc_hd__mux2i_1 | 1 | 0.33 |
| sky130_fd_sc_hd__mux4_2 | 16 | 12 |
| sky130_fd_sc_hd__nand2_1 | 20 | 2.5 |
| sky130_fd_sc_hd__nand2b_1 | 1 | 0.21 |
| sky130_fd_sc_hd__nand3b_1 | 2 | 0.50 |
| sky130_fd_sc_hd__nand4_1 | 1 | 0.21 |
| sky130_fd_sc_hd__nor2_1 | 11 | 1.4 |
| sky130_fd_sc_hd__nor3_1 | 7 | 1.2 |
| sky130_fd_sc_hd__nor4_1 | 1 | 0.21 |
| sky130_fd_sc_hd__nor4_2 | 1 | 0.42 |
| sky130_fd_sc_hd__nor4b_1 | 1 | 0.29 |
| sky130_fd_sc_hd__nor4b_4 | 1 | 0.79 |
| sky130_fd_sc_hd__o22ai_1 | 2 | 0.42 |
| sky130_fd_sc_hd__or2_2 | 1 | 0.21 |
| sky130_fd_sc_hd__or2b_2 | 1 | 0.29 |
| sky130_fd_sc_hd__or3_1 | 2 | 0.42 |
| sky130_fd_sc_hd__or4_1 | 1 | 0.25 |
| sky130_fd_sc_hd__or4b_1 | 1 | 0.33 |
| sky130_fd_sc_hd__xnor2_1 | 6 | 1.8 |
| sky130_fd_sc_hd__xor2_1 | 2 | 0.59 |
Power is estimated from default activity; no workload was simulated.
